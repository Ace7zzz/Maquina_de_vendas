### /design/flow/run.sh
#!/bin/bash
# OpenROAD 26Q1-2900-gdf79404cd8, Yosys 0.63+post, stock flow scripts
make -C /OpenROAD-flow-scripts/flow DESIGN_CONFIG=/design/flow/config.mk WORK_HOME=/design/flow/orfs finish
### /design/flow/config.mk
export PLATFORM = sky130hd
export DESIGN_NAME = clkVis
export DESIGN_NICKNAME = clkVis
export VERILOG_FILES = /design/flow/design.v
export SDC_FILE = /design/flow/constraint.sdc
export NUM_CORES = 4
export LEC_CHECK = 1
export CORE_AREA = 10 10 74 74
export DIE_AREA = 0 0 84 84
### /design/flow/constraint.sdc
current_design clkVis

set clk_period 2.8
set clk_io_pct 0.2

create_clock -name clk0 -period $clk_period [get_ports {clk}]

set non_clock_inputs [all_inputs -no_clocks]
set_input_delay [expr $clk_period * $clk_io_pct] -clock clk0 $non_clock_inputs
set_output_delay [expr $clk_period * $clk_io_pct] -clock clk0 [all_outputs]
### /design/flow/design.v
module clkVis(
    input clk,
    output clkDisplay
);
reg [15:0] contar;
assign clkDisplay = contar[15];  
always @ (posedge clk) begin
    contar <= contar + 1;
    if (contar == 16'hFFFF) begin
        contar <= 16'h0;
    end
end
endmodule
==> metrics.yaml <==
floorplan:
  die-height_um: 84
  coreArea_um2: 3970
  fp-utilization: 0.173
  dieArea_um2: 7060
  io_pins: 2
  chipWidth_um: 84
  rows: 23
global_route:
  grt_first_pass_wirelength_um: 2110
  grt_overflow: 0
  antenna_found_initial: 0
  first_global_vias: 491
  track_usage: 0.0336
  grt_max_degree: 10
power_and_ir_drop:
  pwr-share-clk: 0.466
  seq_power_share: 0.534
  leakagePower_nw: 0.308
  ir_drop_mv: 0.303
  p_sw_frac: 0.174
  p_int_mw: 0.352
  switchingPower_mw: 0.0741
  power.density_nw_per_um2: 527
  pwr-share-comb: 0
logic_synthesis:
  avgSynthCellArea_um2: 9.80
  ys_seq_share: 0.467
  yosysChipArea_um2: 686
  synthMuxAreaShare: 0
  async_flop_share: 0
  edf_count: 0
  xor_share: 0.153
  netlist.top_cell.by_area: "dfxtp_1"
  yosysWarnings: 1
  synth_area_um2: 686
  yosys.area_share.aoi: 0.0310
  synth.top_cell.area_share: 0.467
  ys_cells: 70
  top_logic_kind: "simple AND/OR/NAND/NOR gates"
  synthFlopType: "dfxtp_1"
  synthSimpleGateAreaFrac: 0.318
  area_leaders: "dfxtp_1 (47%), xnor2_1 (7.7%), xor2_1 (7.7%)"
  synth.cellmix.adderShare: 0.0182
  ys_ff: 16
  synth.distinct_cells: 21
  synthCells: 70
clocking:
  cts.sinks: 16
  insertion_delay_ps: 250
  htree_levels: 1
  post_cts_buffers: 0
  worst_setup_hold_path_clk_slew_ps: 60
  hold_buffers: 0
  cts-buffers-inserted: 3
  clockRootBuffer: "clkbuf_8"
  cts_buffer_depth: 2
  cts_tree: "built"
  cts.repair.resized: 0
status:
  status: "finished, final reports clean"
setup_path:
  cp_data_required_time_ps: 2240
  worst-path-buf-inv: 1
  cp_slowest_cell: "clkdlybuf4s50_1"
  arrival_ps: 1110
  critPathKind: "reg2out"
  crit_family: "buffers and inverters"
  critPathLaunchType: "register"
  crit_chain: "clkdlybuf4s50_1"
  cp_max_fo: 5
  setup.worst_path.end_class: "output port"
  critical-path-max-stage-delay_ps: 490
detailed_routing:
  viasPerCell: 4.15
  drtPass1Iterations: 4
  n_antenna_cell: 0
  route.met2.wl_um: 488
  totalWireLength_um: 1130
  remaining_drc_errors: 0
  drt_iter0_markers: 28
  wl_met3_um: 64
  highest_layer: "met4"
  wire_per_inst_um: 9.13
  wl_met1_um: 576
  antenna_left: 0
  num_vias: 515
cells_and_area:
  seqCellArea_um2: 320
  num-fill-cells: 436
  combGateArea_um2: 357
  drive_gt1_frac: 0.0811
  reg_top3: "contar: 16 flops"
  regMostFlops: "contar"
  largest_reg_flops: 16
  syn_to_final_growth_pct: 17.9
sta:
  slew_headroom: 0.765
  fmax_mhz: 597
  fin_setup_tns_ps: 0
  layout_setup_ws_ps: 1130
  setup_violations: 0
  finalHoldViolCount: 0
  fin_crit_sh: 0.598
  fin_crit_ps: 1670
  rsz0062_at_grt: "false"
  finalMaxSlewViolations: 0
  tightestPinTransition_ps: 352
  finalClockSkew_ps: 1.69
place:
  pre_cts_ws_ps: 1370
  place.gp.congestion: 0.867
  io_buffers: 1
run:
  maxCapViolCount: 0
  warning_count: 25
hold_path:
  min_path_type: "reg2reg"
==> layout make-up <==
cell class | count | share of cell area
Timing Repair Buffer | 1 | 0.0124
Multi-Input combinational cell | 52 | 0.441
Inverter | 1 | 0.00464
Tap cell | 50 | 0.0774
Clock buffer | 4 | 0.0681
Sequential cell | 16 | 0.396
==> worst reg2reg max path: stages (launching register included) <==
cell     delay [ps]
dfxtp_1         410
and3_1          280
nand4_4         190
nor3_4          370
nor2_1          100
==> through the flow <==
| stage | instances | instance area [um2] | hold slack (ps) | utilization | total power, mW |
|---|---|---|---|---|---|
| 2_1_floorplan | 70 | 686 | 433 | - | 0.233 |
| 3_3_place_gp | 120 | 753 | 454 | 0.190 | 0.233 |
| 3_5_place_dp | 120 | 753 | 459 | 0.190 | 0.233 |
| 4_1_cts | 124 | 808 | 476 | 0.204 | 0.432 |
| 5_1_grt | 124 | 808 | 512 | 0.204 | 0.444 |
| 6_report | 124 | 808 | 471 | 0.204 | 0.426 |
==> logic make-up after synthesis <==
kind of cell             after synthesis
AND-OR/OR-AND                          3
adder cells (fa/ha/maj)                1
XOR/XNOR                              12
AND/OR/NAND/NOR                       36
buffers and inverters                  2
flip-flops                            16
==> synthesized netlist by cell type, types with 2 or more instances <==
cell type / number
dfxtp_1: 16
nor2_1: 9
nand4_1: 8
xnor2_1: 6
xor2_1: 6
nand2_1: 5
and3_1: 3
nand3_1: 3
and4_1: 2
==> worst paths after layout <==
path,depth (start not counted),end,from,slack (ps)
hold / removal,1,contar[0],contar[0],470
setup / recovery,1,clkDisplay,contar[15],1130
hold reg to reg,1,contar[0],contar[0],470
setup reg to reg,4,contar[7],contar[5],1330
==> cells in the final DEF (no fill, tap or decap), types with 2 or more instances in the layout <==
| cell | count |
|---|---|
| and4_1 | 2 |
| nand4_1 | 8 |
| dfxtp_1 | 16 |
| nand2_1 | 5 |
| clkbuf_8 | 4 |
| nand3_1 | 3 |
| nor2_1 | 9 |
| xor2_1 | 6 |
| xnor2_1 | 6 |
| and3_1 | 3 |
==> routing by layer <==
metal	vias to the layer above	global-route usage
li1	259	-
met2	12	0.0530
met1	242	0.0453
met3	2	0.0118
met5	-	0
met4	0	0.00152
==> power by group through the flow <==
stage	combinational [mW]	sequential (mW)	clock [mW]
after CTS	0.000000151	0.228	0.205
after global routing	0.000000151	0.227	0.216
final	0.000000151	0.228	0.199
Power is estimated from default activity; no workload was simulated.
