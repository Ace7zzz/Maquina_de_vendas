<file path="flow/run.sh">
#!/bin/bash
# OpenROAD 26Q1-2900-gdf79404cd8, Yosys 0.63+post, stock flow scripts
make -C /OpenROAD-flow-scripts/flow DESIGN_CONFIG=/design/flow/config.mk WORK_HOME=/design/flow/orfs finish
</file>
<file path="flow/constraint.sdc">
current_design clk_1Hz

set clk_period 6.1
set clk_io_pct 0.2

create_clock -name clk0 -period $clk_period [get_ports {clk}]

set non_clock_inputs [all_inputs -no_clocks]
set_input_delay [expr $clk_period * $clk_io_pct] -clock clk0 $non_clock_inputs
set_output_delay [expr $clk_period * $clk_io_pct] -clock clk0 [all_outputs]
</file>
<file path="flow/config.mk">
export PLATFORM = sky130hd
export DESIGN_NAME = clk_1Hz
export DESIGN_NICKNAME = clk_1Hz
export VERILOG_FILES = /design/flow/design.v
export SDC_FILE = /design/flow/constraint.sdc
export NUM_CORES = 4
export LEC_CHECK = 1
export CORE_AREA = 10 10 104 104
export DIE_AREA = 0 0 114 114
</file>
<file path="flow/design.v">
module clk_1Hz (input clk, output out1Hz);
reg [25:0] contar;
initial contar = 0;
assign out1Hz = contar [25];		 
always @ (posedge clk) begin
	contar <= contar + 1;
	if (contar == 26'h3FFFFFF) begin
		contar <= 26'h0;
		end
end
endmodule 
</file>
==> notes.md <==
Status of the implementation.

- The script logs the mean routed wire length per placed instance as 7.90 um.
- The cell sequence reported for the critical path is clkdlybuf4s50_1.
- At the floorplan stage, the core utilization is reported as 13.1%.
- The family with the most delay on the worst path is buffers and inverters, for reference.
- The area added between synthesis and finish is 17.2%, for reference.
- The final worst clock skew is 0.00201 ns, for reference.
- The final route contains 826 vias.
- The number of buffer and inverter instances along the worst setup path is 1, for reference.
- STA lists the maximum fanout along the critical path as 6.
- The TritonCTS clock tree is done, for reference.
- The launching point of the worst reg2reg path is contar[7]$_SDFF_PN0_, for reference.
- For reference, the placement row count at floorplan is 34.
- The summed negative setup slack over all endpoints is 0 ns, for reference.
- The area recorded from the Yosys report for this design is 1130 um2.
- The critical setup path kind is reg2out, for reference.
- For this design, the slowest cell found on the critical path is sky130_fd_sc_hd__clkdlybuf4s50_1.
- The fraction of final layout cells sized beyond drive strength 1 is 7.09%, for reference.
- The tally of OpenROAD warnings is 25, for reference.
- The leakage component of the power was reported as 0.466 nW.
- Looking at the hold checks, the worst path lands on contar[18]$_SDFF_PN0_.
- The power density relative to cell area is 210 nW/um2, for reference.
- In this run the remaining antenna-violating nets after routing total 0.
- Before CTS, the worst setup slack after placement is 4.02 ns.
- Tracing the worst setup path back leads to its startpoint at contar[25]$_SDFF_PN0_.
- The maximum level of the CTS H-tree is 1, for reference.
- Once placement finished, the instance area stood at 1270 um2.
- The iteration tally of the first detailed-router pass is 4, for reference.
- Endpoints failing hold in the final report were tallied at 0.
- The cell count of the worst hold path is 1, for reference.
- Looking at the clock tree report, the maximum root-to-sink buffer count equals 2.
- In this run the register-to-register setup slack is 4.11 ns.
- The highest clock frequency the design can meet is 0.422 GHz, for reference.
- The average instance area after synthesis is 9.23 um2, for reference.
- After routing the design area is 1330 um2.
- Per the Yosys statistics, synthesis produced 123 cells.
- The synthesized netlist occupies a cell area of 1130 um2.
- The cell count after synthesis is 123, for reference.
- The clock network latency to the later pin of the worst-skew pair is 0.27 ns, for reference.
- The number of antenna violations at the first check in global routing is 0, for reference.
- The setup slack of the critical path after layout is 3.73 ns, for reference.
- Looking at hold timing, the worst path starts from contar[18]$_SDFF_PN0_.
- The total routing resource utilization after global routing is 3.00%, for reference.
- Post-CTS timing repair inserted 0 buffers for setup.
- The internal power consumption is 227 uW, for reference.
- Per the post-CTS timing run, clock transition at the registers of the reported paths is 0.09 ns.
- Measured in cells, the most critical reg-to-reg path has a length of 4.
- Dividing the detail-routed via count by the number of cells gives 3.51.
- The count of instances resized after the clock tree is built is 0, for reference.
- The number of max-cap violations is 0, for reference.
- Setup repair after global routing left no endpoint under its margin.
- The number of buffers inserted by hold repair at cts is 0, for reference.
- The power share of the clock group is 39.3%, for reference.
- The final routed wirelength across all metal layers is 1860 um, for reference.
- The largest registers in the layout are contar (26).
- Entering global routing, the biggest net connects 15 pins.
- The first global-routing pass estimated 3450 um of wire.
- The run finished with clean final reports.
- The worst setup path is launched from a flop.
- The number of global-route vias before repair is 770, for reference.
- Counting the warning lines in the Yosys log gives 1.
- The sequential power share is 60.7%, for reference.
- The x dimension of the die is 114 um, for reference.
- For this run the aggregate overflow at the end of global routing stands at 0.
- The number of fill cells in the layout is 981, for reference.
- RePlAce ended its routability-driven mode at a weighted congestion of 0.802.
- The area of the core is 8680 um2, for reference.
- The sequential area share after synthesis is 45.9%, for reference.
- The slew check shows that the tightest pin keeps a relative margin of 48.6%.
- Detailed placement ended at an HPWL of 1320 um.
- The delay of the slowest cell on the worst path is 0.49 ns, for reference.
- The transition at the pin with the smallest max-transition slack is 0.764 ns, for reference.
- The flip-flop count of the largest register after layout is 26, for reference.
- The capture point of the worst register-to-register path is recorded as contar[23]$_SDFF_PN0_.
- Net switching is 18.6% of the power.
- The die covers 13000 um2.
- The portion of the clock cycle consumed by the worst path in the final layout is 38.9%, for reference.
- Counting pins that exceed their max-slew limit in the final report gives 0.
- contar holds more flip-flops than any other register.
- The total inserted antenna cells is 0, for reference.
- The netlist uses 27 different library cells.
- The total net switching power is 51.9 uW, for reference.
- For this run, the final setup violation count is recorded as 0.
- The number of top-level design ports is 2, for reference.
- The die span in y is 114 um, for reference.
- The class of the most critical hold timing path is reg2reg, for reference.
- Looking at the VDD voltage map, the peak drop is 0.0799 mV.
- The worst endpoint required time is 4.88 ns, for reference.
- TritonCTS created 3 clock buffers.
- Counting I/O delays and the setup requirement, the final critical path takes 2.37 ns.
- The clock root buffer master is sky130_fd_sc_hd__clkbuf_8, for reference.
- The violation tally recorded at the end of detailed-routing iteration 0 is 55.
- The synthesized flop and latch total is 26, for reference.
- The total of buffers placed on input and output ports is 1, for reference.
- The critical path arrival is 1.15 ns, for reference.
- The TritonCTS sink count is 26, for reference.
- The part of the total power dissipated in combinational logic is 0%, for reference.
- The number of DRC violations after detailed routing is 0, for reference.
- The nature of the critical path endpoint is an output pin, for reference.
cell usage in the layout, fill, tap and decap left out, drive strengths merged:
| master | count |
|---|---|
| a21bo | 1 |
| a21oi | 3 |
| and3 | 2 |
| and4 | 2 |
| buf | 1 |
| clkbuf | 4 |
| clkdlybuf4s50 | 1 |
| dfxtp | 26 |
| ha | 1 |
| inv | 3 |
| mux2i | 2 |
| nand2 | 9 |
| nand3 | 12 |
| nand3b | 2 |
| nand4 | 6 |
| nor2 | 13 |
| nor2b | 1 |
| nor3 | 7 |
| nor4 | 4 |
| o21ai | 2 |
| o31ai | 1 |
| or3 | 1 |
| or4 | 5 |
| xnor2 | 9 |
| xor2 | 9 |
power by group through the flow:
stage / Combinational (mW) / Clock, mW / Sequential [mW]
finish: 0.000000228 / 0.110 / 0.170
CTS: 0.000000228 / 0.113 / 0.170
global route: 0.000000228 / 0.120 / 0.170
cell usage after synthesis:
master                     count  area, um2
sky130_fd_sc_hd__or4_1         4       30.0
sky130_fd_sc_hd__inv_1         3       11.3
sky130_fd_sc_hd__and3_1        2       12.5
sky130_fd_sc_hd__nand3_1      12       60.1
sky130_fd_sc_hd__nor2_1       13       48.8
sky130_fd_sc_hd__nand4_1       5       31.3
sky130_fd_sc_hd__a21bo_2       1       10.0
sky130_fd_sc_hd__and4_1        2       17.5
sky130_fd_sc_hd__nand2_1       9       33.8
sky130_fd_sc_hd__o31ai_1       1       7.51
sky130_fd_sc_hd__buf_4         1       7.51
sky130_fd_sc_hd__a21oi_1       2       10.0
sky130_fd_sc_hd__or4_4         1       11.3
sky130_fd_sc_hd__nand3b_1      2       15.0
sky130_fd_sc_hd__nor3_1        7       35.0
sky130_fd_sc_hd__or3_1         1       6.26
sky130_fd_sc_hd__buf_2         1       5.00
sky130_fd_sc_hd__a21oi_2       1       8.76
sky130_fd_sc_hd__o21ai_0       2       10.0
sky130_fd_sc_hd__xnor2_1       9       78.8
sky130_fd_sc_hd__dfxtp_1      26        521
sky130_fd_sc_hd__nand4_4       1       21.3
sky130_fd_sc_hd__ha_1          1       12.5
sky130_fd_sc_hd__nor4_1        4       25.0
sky130_fd_sc_hd__mux2i_1       2       20.0
sky130_fd_sc_hd__xor2_1        9       78.8
sky130_fd_sc_hd__nor2b_1       1       6.26
per-stage QoR:
step	utilization, %	power, mW	cells	hold slack [ns]
6_report	15.3	0.279	235	0.476
4_1_cts	15.3	0.283	235	0.482
3_5_place_dp	14.7	0.174	231	0.465
3_3_place_gp	14.7	0.174	231	0.466
5_1_grt	15.3	0.290	235	0.499
2_1_floorplan	-	0.174	123	0.445
logic make-up (layout without fill, tap and decap cells):
logic type | count (synthesis) | count (layout) | synth area share (%)
compound gates | 7 | 7 | 4.08
xor+xnor | 18 | 18 | 13.9
buf+inv | 5 | 9 | 2.09
simple gates | 64 | 64 | 31.2
mux | 2 | 2 | 1.76
fa+ha+maj | 1 | 1 | 1.10
flops | 26 | 26 | 45.9
cell type report:
type / instances / area (um2) / area share (%)
multi-input combinational: 92 / 591 / 44.4
sequential: 26 / 520 / 39.1
tap: 108 / 135 / 10.2
clock buffer: 4 / 55.1 / 4.14
timing repair buffer: 2 / 17.5 / 1.32
inverter: 3 / 11.3 / 0.847
routing by layer:
layer / global-route usage [%] / routed length, um / vias to the layer above
met3: 0.744 / 46 / 2
li1: - / - / 446
met4: 0.418 / 21 / 0
met1: 4.21 / 1030 / 371
met2: 4.67 / 759 / 7
met5: 0 / 0 / -
how the worst max path moves through the flow:
stage | slack (ns) | cells after the start | to
after global routing | 3.66 | 1 | out1Hz
after CTS | 3.71 | 1 | out1Hz
final | 3.73 | 1 | out1Hz
Power and IR drop assume default switching activity.
