File: flow/config.mk
export PLATFORM = sky130hd
export DESIGN_NAME = acionarDisplay
export DESIGN_NICKNAME = acionarDisplay
export VERILOG_FILES = /design/flow/design.v
export SDC_FILE = /design/flow/constraint.sdc
export NUM_CORES = 4
export LEC_CHECK = 1
export CORE_AREA = 10 10 70 70
export DIE_AREA = 0 0 80 80
File: flow/constraint.sdc
current_design acionarDisplay

set clk_period 1.4
set clk_io_pct 0.2

create_clock -name clk0 -period $clk_period [get_ports {clk}]

set non_clock_inputs [all_inputs -no_clocks]
set_input_delay [expr $clk_period * $clk_io_pct] -clock clk0 $non_clock_inputs
set_output_delay [expr $clk_period * $clk_io_pct] -clock clk0 [all_outputs]
File: flow/run.sh
#!/bin/bash
# OpenROAD 26Q1-2900-gdf79404cd8, Yosys 0.63+post, stock flow scripts
make -C /OpenROAD-flow-scripts/flow DESIGN_CONFIG=/design/flow/config.mk WORK_HOME=/design/flow/orfs finish
File: flow/design.v
module acionarDisplay(output [7:0] segmentos, 
	output D1,D2,D3,D4, 
	input[1:0] estado,  
	input [3:0] produto, 
	input [3:0] valorMoedas, 
	input devolver,
	input clk);
	wire [1:0] cont_out;
	reg[3:0] L1, L2, L3, L4, vM1, vM2, vM3;
	wire[3:0] letraAtual;
	reg[3:0] codigo1, codigo2;
	reg DM;
	always @(valorMoedas) begin   
		case (valorMoedas)
			4'b0001: begin  
        		vM1 <= 4'b0000;
        		vM2 <= 4'b0010;
        		vM3 <= 4'b0101;
			end
			4'b0010: begin  
        		vM1 <= 4'b0000;
        		vM2 <= 4'b0101;
        		vM3 <= 4'b0000;
			end
			4'b0011: begin  
				vM1 <= 4'b0000;
        		vM2 <= 4'b0111;
        		vM3 <= 4'b0101;
			end
			4'b0100: begin  
				vM1 <= 4'b0001;
				vM2 <= 4'b0000;
				vM3 <= 4'b0000;
			end
			4'b0101: begin  
				vM1 <= 4'b0001;
				vM2 <= 4'b0010;
				vM3 <= 4'b0101;
			end
			4'b0110: begin  
				vM1 <= 4'b0001;
				vM2 <= 4'b0101;
				vM3 <= 4'b0000;
			end
			4'b0111: begin  
				vM1 <= 4'b0001;
				vM2 <= 4'b0111;
				vM3 <= 4'b0101;
			end
			4'b1000: begin  
				vM1 <= 4'b0010;
				vM2 <= 4'b0000;
				vM3 <= 4'b0000;
			end
			default: begin 
				vM1 <= 4'b0000;
				vM2 <= 4'b0000;
				vM3 <= 4'b0000;
			end
		endcase
	end
	always @(produto) begin   
		case (produto)
				4'b0000: begin      
            codigo1<=4'b0000;
				codigo2<=4'b0000;
        end
            4'b0100: begin      
            codigo1<=4'b0001;
				codigo2<=4'b0000;
        end
            4'b0101: begin      
            codigo1<=4'b0001;
				codigo2<=4'b0001;
        end
            4'b1000: begin      
            codigo1<=4'b0010;
				codigo2<=4'b0000;
        end
            4'b1001: begin      
            codigo1<=4'b0010;
				codigo2<=4'b0001;
        end
            4'b1010: begin      
            codigo1<=4'b0010;
				codigo2<=4'b0010;
        end
            4'b1011: begin      
            codigo1<=4'b0010;
				codigo2<=4'b0011;
        end
            4'b1100: begin      
            codigo1<=4'b0011;
				codigo2<=4'b0000;
        end
            4'b1101: begin      
            codigo1<=4'b1100;
				codigo2<=4'b0001;
        end
		  default: begin
		  codigo1 <= 4'b0000;
		  codigo2 <= 4'b0000;
		  end
		  endcase
	end
	always @(estado) begin 
		case(estado)
			2'b00: begin   
			DM <= 1'b0;				 
			L1 <= 4'b0000;  
			L2 <= 4'b1001;  
			L3 <= 4'b0110;  
			L4 <= 4'b1000;  
			end
			2'b01: begin  
				if(produto==4'b1111) begin
				L1 <= 4'b0110;  
				L2 <= 4'b0100;  
				L3 <= 4'b0000;  
				L4 <= 4'b0100;  
				end
				else begin
					L1<=codigo1;
					L2<=codigo2;
					L3<=4'b1111;
					L4<=4'b1111;
				end
			end
			2'b10: begin  
					L1 <= vM1; 	    
					L2 <= 4'b1010;  
					L3 <= vM2;      
					L4 <= vM3; 	    
				if(devolver)
					DM<=1'b1;
				if(DM) begin	
					DM <= 1'b1;
					L1 <= 4'b0110;  
					L2 <= 4'b0100;  
					L3 <= 4'b0000;  
					L4 <= 4'b0101;  
				end
			end
			default: begin 	 
			L1 <= 4'b0000;  
			L2 <= 4'b1001;  
			L3 <= 4'b0110;  
			L4 <= 4'b1000;  
			end
		endcase			
	end
	count contador(.clk(clk),.max(3),.out(cont_out));
	demux selecionarDigito(.S(cont_out),.G(1),.D1(D1),.D2(D2),.D3(D3),.D4(D4));
	mux_4bits selecionarLetra(.a(L1), .b(L2), .c(L3), .d(L4), .selbit(cont_out), .out(letraAtual));
	decodificador decoder7segs(.E(letraAtual), .s(segmentos));
endmodule	
module count(out, clk, max, reset);
   output reg [1:0] out;
	input [1:0] max;
	input clk;
	input wire reset;
	always @(posedge clk or posedge reset) begin
		if (reset) begin
			out <= 0;
		end
		else if(out==max) begin
			out <=0;
		end
		else begin
			out <= out + 1;
		end
	end
endmodule 
module decodificador(output reg [7:0] s, input [3:0] E);
always @(E) begin
	case(E)
		4'b0000: s<=8'b11111100;  
		4'b0001: s<=8'b01100000;  
		4'b0010: s<=8'b11011010;  
		4'b0011: s<=8'b11110010;  
		4'b0100: s<=8'b01100110;  
		4'b0101: s<=8'b10110110;  
		4'b0110: s<=8'b10011110;  
		4'b0111: s<=8'b11100000;  
		4'b1000: s<=8'b00101010;  
		4'b1001: s<=8'b11001110;  
		4'b1010: s<=8'b00000001;  
		default: s<=8'b00000000;
	endcase;
end
endmodule
module demux(output reg D1, D2, D3, D4, input [1:0] S, input G);
initial begin
	D1<=0;
	D2<=0;
	D3<=0;
	D4<=0;
end
always @(S) begin
	case(S) 
		0: begin 
			D1 <= G;
			D2 <= 0;
			D3 <= 0;
			D4 <= 0;
		end
		1: begin 
			D2 <= G;
			D1 <= 0;
			D3 <= 0;
			D4 <= 0;
		end
		2: begin 
			D3 <= G;
			D1 <= 0;
			D2 <= 0;
			D4 <= 0;
		end
		3: begin 
			D4 <= G;
			D1 <= 0;
			D2 <= 0;
			D3 <= 0;
		end
	endcase
end
endmodule
module mux_4bits( input wire [3:0] a, b, c, d, input wire [1:0] selbit, output reg [3:0] out);
always @ (selbit) begin
	case(selbit)
		0 : out <= a;
		1 : out <= b;
		2 : out <= c;
		3 : out <= d;
		default : out <= 0;
	endcase
end
endmodule
==> datasheet_impl.txt <==
Implementation parameters

Parameter                              Value

Outcome
  Result of the run .................. finished, violations left
  Violations in the final reports .................. setup timing

Power
  Ratio of total power to cell area .................. 208.9 nW/µm²
  Relative contribution of combinational cells to total power .................. 98.2%
  Switching power as a share of total power .................. 41.62%
  Cell internal power dissipation .................. 105.9 µW
  Share of total power in the clock network .................. 0%
  Worst IR drop on VDD .................. 0.06773 mV
  Static Leakage .................. 0.0003834 µW
  Part of the total power dissipated in sequential elements .................. 1.8%
  Net switching power .................. 75.50 µW

Final timing
  Endpoints failing setup .................. 7
  Number of hold-slack violations in the final timing report .................. 0
  Setup repair after global routing missed its margin .................. yes
  Aggregate negative setup slack .................. -3.762 ns
  Max Freq .................. 498.6 MHz
  Number of register pins that no clock reaches .................. 1
  Max-slew violation count .................. 0
  Count of endpoints without a timing constraint .................. 1
  Min Clock Period, post-route .................. 2.006 ns
  Final worst setup slack .................. -0.6055 ns
  Period Utilization, post-route .................. 143.3%
  Worst Hold Margin .................. 1.256 ns

Logic synthesis
  Mux contribution to synthesized area .................. 0%
  Post-synthesis instance area .................. 377.9 µm²
  Yosys cell count .................. 49
  YS chip area .................. 377.9 µm²
  Post-Synth Adder-Cell Area .................. 19.87%
  Comb area leader .................. AND-OR/OR-AND gates
  Tally of yosys warning messages .................. 9
  Avg Cell Area, Syn .................. 7.711 µm²
  Post-synthesis cell type count .................. 26
  Synthesized instance count .................. 49
  Area fraction in compound gates after synthesis .................. 35.43%
  Simple-Gate Area Share .................. 22.52%
  Flops after synth .................. 1
  Parity-gate share of the synthesized area counting xor and xnor cells .................. 2.318%

Final layout
  Register Area .................. 15.01 µm²
  Largest register FFs .................. 1
  Most frequent cells in the layout .................. 16 x buf_4, 10 x buf_2, 10 x buf_6
  Count of fill cells added during filler insertion .................. 376
  Total area of multi-input combinational cells .................. 425.4 µm²
  Final cell count without fillers .................. 134
  Largest register by flop count .................. DM
  Registers with the most flip-flops .................. DM (1)
  Util after Layout .................. 25.42%
  Layout-stage area growth over the synthesis result .................. 129.8%
  Commonest non-fill, non-tap cell in the layout .................. buf_4
  Layout cell share with drive strength beyond 1 .................. 67.05%

Detailed routing
  Drt total wl .................. 1369 µm
  Routed len/inst .................. 10.22 µm
  Remaining design rule violation count .................. 0
  Routed metal-1 wire length .................. 657 µm
  DRT antenna net count .................. 0
  Routed length on met3 .................. 106 µm
  Mean number of vias per cell .................. 3.560
  Initial detailed-routing violation count .................. 3
  First-pass detailed-route iteration total .................. 4
  Antenna diode instance count .................. 0
  Total number of vias .................. 477
  Uppermost layer routed .................. met3
  WL met2 .................. 605 µm

Placement
  Cell count after placement .................. 125
  Post-place setup slack .................. -1.426 ns
  Weighted congestion at the end of routability-driven global placement .................. 0.8331
  Input/output buffers .................. 18
  Detailed placement HPWL .................. 1059 µm

GRT
  Maximum number of pins on one net before global-route repair .................. 7
  Wire length of the first global-routing pass .................. 2228 µm
  Antenna violations before repair .................. 0
  GRT Residual Overflow .................. 0
  Via count of the first global-routing pass .................. 481
  All-Layer GR Usage .................. 4.044%

Setup path
  Worst Path Arrival .................. 1.73 ns
  Critical path peak fanout .................. 3
  Critical Path End .................. segmentos[4]
  Launching element type of the critical path .................. input port
  Setup crit start .................. estado[0]
  Crit Path Class .................. in -> out
  Required time reported for the critical path endpoint .................. 1.12 ns
  Worst Setup End Kind .................. output pin

Run
  Maximum Capacitance Violations .................. 0
  Tool warning count .................. 35

Die
  Core area .................. 3416 µm²
  Init Core Util .................. 11.06%
  Overall die area .................. 6400 µm²
  Rows .................. 21
  Vertical die size .................. 80 µm
  IO Pins .................. 24
  Width of the chip .................. 80 µm

Hold path
  Min-Delay Path Class .................. in -> out
worst min path at each step:
| stage | slack (ns) | endpoint | cells after the start | startpoint |
|---|---|---|---|---|
| finish | 1.26 | segmentos[1] | 6 | estado[0] |
| global route | 1.32 | segmentos[1] | 6 | estado[0] |
| CTS | 1.26 | segmentos[1] | 6 | estado[1] |
timing repair:
item | 4_1_cts | 5_1_grt
buffers inserted | 9 | 5
resized | 70 | 10
hold buffers | 0 | 0
setup endpoints to repair | 7 | 7
pin swaps | 16 | 11
worst max-delay path: stages:
cell      delay [ns]
buf_12          0.10
inv_12          0.03
ha_4            0.14
and4bb_2        0.24
a21o_1          0.18
nand2_2         0.09
inv_2           0.05
ha_4            0.15
a21boi_2        0.14
buf_4           0.12
o31a_1          0.12
buf_2           0.09
cell usage after synthesis, drive strengths merged:
library cell  number  area (µm²)
nand2              7       26.28
ha                 6       75.07
buf                5       37.54
inv                4       15.01
o21a               3       30.02
a21boi             2       18.77
a21oi              2       10.01
conb               2       7.510
nand4              2       12.51
o21ai              2       10.01
a211oi             1       7.510
a21bo              1       10.01
a21o               1       7.510
a311oi             1       15.01
a31oi              1       6.260
a32o               1       10.01
and3b              1       8.760
and4bb             1       12.51
dlxtn              1       15.01
nor2               1       3.750
nor2b              1       6.260
nor4b              1       15.01
o31a               1       8.760
xor2               1       8.760
layout make-up:
type	instances	share of cell area, %
well taps	46	6.628
inverters	4	3.746
flip-flops and latches	1	1.729
multi-input cells	42	48.99
repair buffers	41	38.90
power groups by stage:
stage | sequential, µW | combinational, µW | clock [µW]
4_1_cts | 3.25 | 170 | 0
5_1_grt | 3.45 | 197 | 0
6_report | 3.20 | 178 | 0
kinds of logic after synthesis:
group | Yosys count
xor gates and xnor gates | 1
other | 2
and+or+nand+nor | 14
latches | 1
buffers and inverters | 9
adders and majority gates | 6
AOI/OAI and AO/OA | 16
routing by layer:
metal,vias up,GRT usage (%)
li1,242,-
met1,217,5.288
met2,18,6.581
met3,0,1.477
met4,0,0
met5,-,0
per-stage QoR:
stage               total power [µW]  area [µm²]
global placement               168.3       772.0
detailed placement             167.9       772.0
global route                   200.9       868.3
CTS                            172.8       825.8
floorplan                      74.68       454.2
finish                         181.4       868.3
No activity file was given, so power comes from the tool's default toggle rates.
